## /design/flow/constraint.sdc

```tcl
current_design Display_num

set clk_period 7.2
set clk_io_pct 0.2

create_clock -name clk0 -period $clk_period

set non_clock_inputs [all_inputs -no_clocks]
set_input_delay [expr $clk_period * $clk_io_pct] -clock clk0 $non_clock_inputs
set_output_delay [expr $clk_period * $clk_io_pct] -clock clk0 [all_outputs]
```

## /design/flow/run.sh

```bash
#!/bin/bash
# OpenROAD 26Q1-2900-gdf79404cd8, Yosys 0.63+post, stock flow scripts
make -C /OpenROAD-flow-scripts/flow DESIGN_CONFIG=/design/flow/config.mk WORK_HOME=/design/flow/orfs finish
```

## /design/flow/config.mk

```make
export PLATFORM = sky130hd
export DESIGN_NAME = Display_num
export DESIGN_NICKNAME = Display_num
export VERILOG_FILES = /design/flow/design.v
export SDC_FILE = /design/flow/constraint.sdc
export NUM_CORES = 4
export LEC_CHECK = 1
export CORE_AREA = 10 10 86 86
export DIE_AREA = 0 0 96 96
```

## /design/flow/design.v

```verilog
module BCD_7Segment(
				input [3:0] Y,
				output [7:0] disp
							);
		  wire a,b,c,d,c_d,a_d,a_nb,a_nd,nc_d,nc_nd,c_nd,a_b,na_b,a_nb_nc_d,a_nb_nc_nd,a_nc,a_nc_d,nb_nc_nd,a_nb_nc,a_nd_nc,c_nd_nc,a_b_c_nd,b_a_nd,na_nb,na_nb_c_nd,a_b_nd,b_nd_nc,nb_c_nd,a_nc_nd,aout,bout,cout,dout,eout,fout,gout,na_b_nc;
		  assign  a=Y[0];
		  assign  b=Y[1];
		  assign  c=Y[2];
		  assign  d=Y[3];
		  and   a1(c_d,c,d);
		   and  a29(a_d,a,d);
			and  a30(a_nd,a,~d);
		  and   a2(a_nb,a,~b);
		  and   a3(nc_nd,~c,~d);
		  and   a4(c_nd,c,~d);
		  and   a5(a_b,a,b);
		  and   a6(na_b,~a,b);
		  and   a7(b_nc,b,~c);
		  and   a8(a_nb_nc_nd,a_nb,nc_nd);
		  and   a9(na_c_nd,~a,c_nd);
		  and   a10(b_nc_d,b_nc,d);
		  and   a11(a_nb_c,a_nb,c);
		  and   a12(na_b_c,na_b,c);
		  and   a13(a_nc,a,~c);
		  and   a14(a_nc_d,a_nc,d);
		  and   a15(a_nb_nc,a_nb,~c);
		  and   a16(a_b_c_nd,a_b,c_nd);
		  and   a17(na_nb,~a,~b);
		  and   a18(na_nb_c_nd,na_nb,c_nd);
		  and	  a19(a_b_nd,a_b,~d);
		  and   a20(nb_c_nd,~b,c_nd);
		  and   a21(a_nc_nd,a,nc_nd);
		  and   a26(nd_nc,~d,~c);
		  and  a22(a_nd_nc,a,nd_nc);
		  and  a23(b_a_nd,a_b,~d);
		  and  a24(c_nd_nc,b,nc_nd);
		  and  a25(nb_nc_nd,nc_nd,~b);
		  and  a27(b_nd_nc,nd_nc,b);
		  and  a28(na_b_nc,na_b,~c);
		  and  a35(a_b_d,a_b,d);
		  and   a36(nc_d,~c,d);
		  and   a37(a_nb_nc_d,a_nb,nc_d);
		  or    oi(cdobncd,c_d,b_nc_d);
		  or    o1(aout,a_nb_nc_nd,na_c_nd);
		  or    o2(bout,cdobncd,a_nb_c,na_b_c);
		  or   o3(cout,c_d,a_b_d,na_b_nc);
		  or    o4(dout,a_nb_nc,a_b_c_nd,na_nb_c_nd);
		  or    o5(eout,a_nd,nb_c_nd,a_nb_nc_d);
		  or    o6(fout,a_nd_nc,b_a_nd,b_nd_nc);
		  or    o7(gout,nb_nc_nd,a_b_c_nd);
		  assign disp[0]=aout;
		  assign disp[1]=bout;
		  assign disp[2]=cout;
		  assign disp[3]=dout;
		  assign disp[4]=eout;
		  assign disp[5]=fout;
		  assign disp[6]=gout;
		  assign disp[7]=1;
endmodule 
module Display_num(input [7:0]sw,
						 input clk,
						 output [7:0]seg2,
						 output [7:0]seg1);
 wire [1:0]counter_out;
 wire  [3:0]mux_out;
 wire [3:0] ones,tens,hundreds;
 parameter zeros=4'b0000;
 wire ov;
 wire [3:0]ones0,tens0;
 binary_to_BCD utt(sw,ones,tens,hundreds);
 or o1(ov,hundreds[0],hundreds[1],hundreds[2],hundreds[3]);
 or o2(ones0[0],ones[0],ov);
 or o3(ones0[1],ones[1],ov);
 or o4(ones0[2],ones[2],ov);
 or o5(ones0[3],ones[3],ov);
 or o6(tens0[0],tens[0],ov);
 or o7(tens0[1],tens[1],ov);
 or o8(tens0[2],tens[2],ov);
 or o9(tens0[3],tens[3],ov);
 BCD_7Segment l5(ones0,seg1);
 BCD_7Segment l6(tens0,seg2);
endmodule
module add3(in,out);
input [3:0] in;
output [3:0] out;
wire a,b,c,d,s3,s2,s1,s0,c_a,c_b,a_d,na_nb,b_nc,na_d,a_nc,a_nc_nd,na_b,na_b_c,a_b;								
assign a=in[0];
assign b=in[1];
assign c=in[2];
assign d=in[3];	
and a1(c_a,c,a);
and a55(a_b,a,b);
and a2(c_b,c,b);
or  o1(s3,c_a,c_b,d);
and a3(a_d,a,d);
and a4(na_nb,~a,~b);
and a5(na_nb_c,na_nb,c);
or  o2(s2,na_nb_c,a_d);
and a6(b_nc,b,~c);
and a7(na_d,~a,d);
or  o3(s1,a_b,b_nc,na_d);
and a8(a_nc,a,~c);
and a9(a_nc_nd,a_nc,~d);
and a10(na_b,~a,b);
and a11(na_b_c,na_b,c);
or  o4(s0,a_nc_nd,na_b_c,na_d);
assign out[0]=s0;
assign out[1]=s1;
assign out[2]=s2;
assign out[3]=s3;
endmodule
module binary_to_BCD(A,ONES,TENS,HUNDREDS);
input [7:0] A;
output [3:0] ONES, TENS;
output [1:0] HUNDREDS;
wire [3:0] c1,c2,c3,c4,c5,c6,c7;
wire [3:0] d1,d2,d3,d4,d5,d6,d7;
assign d1 = {1'b0,A[7:5]};
assign d2 = {c1[2:0],A[4]};
assign d3 = {c2[2:0],A[3]};
assign d4 = {c3[2:0],A[2]};
assign d5 = {c4[2:0],A[1]};
assign d6 = {1'b0,c1[3],c2[3],c3[3]};
assign d7 = {c6[2:0],c4[3]};
add3 m1(d1,c1);
add3 m2(d2,c2);
add3 m3(d3,c3);
add3 m4(d4,c4);
add3 m5(d5,c5);
add3 m6(d6,c6);
add3 m7(d7,c7);
assign ONES = {c5[2:0],A[0]};
assign TENS = {c7[2:0],c5[3]};
assign HUNDREDS = {c6[3],c7[3]};
endmodule
```

==> results.toml <==
# yosys + openroad results
[synthesis]
yosysChipArea_sq_mm = 0.001065
netlist_instances = 167
ys_sh_mux_pct = 0.9401
aoi_share_pct = 33.49
yosysSeqAreaShare_pct = 0
logic_family = "simple AND/OR/NAND/NOR gates"
synth_area_per_cell_sq_um = 6.376
ys_top_cells_by_area = "buf_4, nor4bb_1, a21oi_1"
top_area_cell = "buf_4"
synth_adder_area_share_pct = 0
ys_cells = 167
synthXorXnorAreaFrac_pct = 5.758
top_area_share_pct = 11.28
simple_gate_share_pct = 38.54
synth_cell_types = 51
netlist_area_sq_mm = 0.001065
yosysWarnings = 10

[placed_design]
dpl.hpwl_mm = 2.015
io_buffers = 22
gp_congestion = 0.8398
preCtsSetupSlack_ps = 1064

[run]
drv_cap = 0
warnings = 33

[detailed_routing]
dr.pass1.iters = 4
wire_per_inst_um = 11.94
viasPerCell = 4.852
diodes = 0
drt-initial-drc-count = 96
drc = 0
wl_mm = 2.747
vias = 1116
ant_nets = 0

[setup_path]
critPathTopFamily = "buffers and inverters"
crit_required_ps = 5760
max_stage_delay_ps = 850
worstPathMaxFanout = 18
cp_num_buf_inv = 3
path_class = "input pin to output port"
startpoint_type = "input pin"
crit_path_end_kind = "output port"
critical_path_arrival_ps = 4690
slowest_stage = "clkdlybuf4s50_1"
path_cells = "clkdlybuf4s50_1 -> clkinv_1 -> xnor2_1 -> a211o_1 -> nor4bb_1 -> o31ai_4 -> xnor2_1 -> a21oi_1 -> clkdlybuf4s50_1"

[floorplanning]
pin_count = 25
dieArea_sq_mm = 0.009216
die_w_um = 96
core_util_floorplan_pct = 19.22
die_y_um = 96
core_sq_mm = 0.005540
placementRows = 27

[timing]
fmax_mhz = 163.2
setup-tns-final_ps = 0
setup_violations = 0
layout_setup_ws_ps = 1074
report.final.slew_viol_count = 0
relSlewSlack_pct = 47.60
post-route-min-period_ps = 6126
finalHoldViolCount = 0
rsz0062_at_grt = "false"
worstMarginPinSlew_ps = 786.0
period_used_pct = 85.09
hold_slack_ps = 4048

[min_path]
hp-class = "input pin to output port"

[cells_and_area]
area_growth_pct = 10.69
clkbuf_count = 0
design.seq.count = 0
drive_gt1_share_pct = 2.532
nFillCells = 640
regArea_sq_um = 0

[power_and_ir_drop]
leakage_nw = 0.4138
ir_drop_mv = 0.02012
pwr_density_cell_mw_per_mm2 = 73.33

[global_routing]
grt_max_degree = 24
grt_pass1_wl_mm = 4.905
grt_usage_pct = 6.084
grt_overflow = 0
grt_pass1_vias = 1059
antenna_found_initial = 0

[clock_network]
cts_setup_buffers = 0
cts_hold_buf = 0
ctsResizeCount = 0

[status]
status = "finished, final reports clean"
cells by family (layout without fill, tap and decap cells):
kind of cell,Yosys count,count (layout)
AND/OR/NAND/NOR,72,72
multiplexers,1,1
XOR/XNOR,7,7
buffers and inverters,38,28
other,1,2
AND-OR/OR-AND,48,48
final timing paths:
kind / startpoint / to / slack (ps) / cells past startpoint
hold / removal: sw[0] / seg1[4] / 4050 / 4
setup / recovery: sw[6] / seg2[1] / 1070 / 9
cell type report:
cell class | instances | area, sq um | share of cell area [%]
Tap cell | 72 | 90.09 | 7.643
Timing Repair Buffer | 22 | 220.2 | 18.68
Inverter | 6 | 22.52 | 1.911
Multi-Input combinational cell | 130 | 845.8 | 71.76
per-layer routing:
layer | global-route usage [%] | wire, um | up-vias
met3 | 0.9434 | 161 | 2
met2 | 10.65 | 1364 | 26
met5 | 0 | 0 | -
met4 | 0.6143 | 17 | 0
met1 | 7.918 | 1205 | 509
li1 | - | - | 579
through the flow:
step | std cells | area [sq um] | power (mW) | utilization, %
after floorplan | 168 | 1069 | 0.07002 | -
after global placement | 230 | 1179 | 0.08685 | 21.27
after detailed placement | 230 | 1179 | 0.08725 | 21.27
after CTS | 230 | 1179 | 0.08769 | 21.27
after global routing | 230 | 1179 | 0.09786 | 21.27
final | 230 | 1179 | 0.08643 | 21.27
cells in the final DEF, fill, tap and decap left out, drive strengths merged, types with 4 or more instances in the layout:
| master | count |
|---|---|
| xnor2 | 6 |
| nor3 | 6 |
| o211ai | 5 |
| nor4bb | 7 |
| a21oi | 11 |
| nand2b | 4 |
| o21ai | 5 |
| inv | 5 |
| nor2 | 14 |
| and2 | 4 |
| nand3 | 10 |
| nand2 | 12 |
| clkdlybuf4s50 | 22 |
worst min-delay path, delay by kind of cell:
| family | cells | cell delay [ps] |
|---|---|---|
| AND-OR/OR-AND | 1 | 90 |
| AND/OR/NAND/NOR | 1 | 140 |
| buffers and inverters | 2 | 940 |
cell usage after synthesis, drive strengths merged, types with 2 or more instances:
master,instances
o21ai,5
o21a,2
o31ai,2
a21o,2
nor3,6
nand2b,4
nor2b,2
and2,4
nor4bb,7
a21oi,11
buf,22
o22ai,2
and3,2
a2111oi,2
xnor2,6
nand4,2
nor4b,2
a211o,2
a211oi,2
nor2,14
o32ai,2
inv,5
a311o,2
clkbuf,10
o211ai,5
nand3,10
nand2,12
where the power goes:
group / leakage (nW) / total [mW] / switching [mW] / internal, mW
Combinational: 0.414 / 0.0864 / 0.0441 / 0.0423
Clock: 0 / 0 / 0 / 0
Sequential: 0 / 0 / 0 / 0
Total: 0.414 / 0.0864 / 0.0441 / 0.0423
Power and IR drop assume default switching activity.
