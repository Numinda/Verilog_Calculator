--- design.v ---
module One_Bit_Full_Subtractor(input X,
										 input Y, 
										 input B_in,
										 output D, 
										 output B_out );
assign D = X ^ Y ^ B_in;
assign B_out = B_in&~(X^Y)|~X&Y;
endmodule
module divide_module(input x,
							input y,
							input b_in,
							input s_in,
							output b_out,
							output s_out,
							output s	);
 wire diff;						 
 One_Bit_Full_Subtractor ss(x,y,b_in,diff,b_out);
 two_one_mux mm(x,diff,s_in,s_out);
 assign s=s_in;
 endmodule
module eight_bit_divider_updated(input[6:0]D,
								 input[6:0]d,
								 output[6:0]q);
wire[6:0]dout,sout,sin,sp;
wire[7:0]dout1,sout1,sin1,sp1,dout2,sout2,sin2,sp2,dout3,sout3,sin3,sp3,dout4,sout4,sin4,sp4,dout5,sout5,sin5,sp5,dout6,sout6,sin6,sp6,dout7,sout7,sin7,sp7;								 
divide_module m00(D[6],d[0],1'b0,sp[1],dout[0],sout[0],sp[0]);
divide_module m01(1'b0,d[1],dout[0],sp[2],dout[1],sout[1],sp[1]);
divide_module m02(1'b0,d[2],dout[1],sp[3],dout[2],sout[2],sp[2]);
divide_module m03(1'b0,d[3],dout[2],sp[4],dout[3],sout[3],sp[3]);
divide_module m04(1'b0,d[4],dout[3],sp[5],dout[4],sout[4],sp[4]);
divide_module m05(1'b0,d[5],dout[4],sp[6],dout[5],sout[5],sp[5]);
divide_module m06(1'b0,d[6],dout[5],~dout[6],dout[6],sout[6],sp[6]);
divide_module m07(D[5],d[0],1'b0,sp1[1],dout1[0],sout1[0],sp1[0]);
divide_module m08(sout[0],d[1],dout1[0],sp1[2],dout1[1],sout1[1],sp1[1]);
divide_module m09(sout[1],d[2],dout1[1],sp1[3],dout1[2],sout1[2],sp1[2]);
divide_module m10(sout[2],d[3],dout1[2],sp1[4],dout1[3],sout1[3],sp1[3]);
divide_module m11(sout[3],d[4],dout1[3],sp1[5],dout1[4],sout1[4],sp1[4]);
divide_module m12(sout[4],d[5],dout1[4],sp1[6],dout1[5],sout1[5],sp1[5]);
divide_module m13(sout[5],d[6],dout1[5],sp1[7],dout1[6],sout1[6],sp1[6]);
divide_module m14(sout[6],1'b0,dout1[6],~dout1[7],dout1[7],sout1[7],sp1[7]);
divide_module m15(D[4],d[0],1'b0,sp2[1],dout2[0],sout2[0],sp2[0]);
divide_module m16(sout1[0],d[1],dout2[0],sp2[2],dout2[1],sout2[1],sp2[1]);
divide_module m17(sout1[1],d[2],dout2[1],sp2[3],dout2[2],sout2[2],sp2[2]);
divide_module m18(sout1[2],d[3],dout2[2],sp2[4],dout2[3],sout2[3],sp2[3]);
divide_module m19(sout1[3],d[4],dout2[3],sp2[5],dout2[4],sout2[4],sp2[4]);
divide_module m20(sout1[4],d[5],dout2[4],sp2[6],dout2[5],sout2[5],sp2[5]);
divide_module m21(sout1[5],d[6],dout2[5],sp2[7],dout2[6],sout2[6],sp2[6]);
divide_module m22(sout1[6],1'b0,dout2[6],~dout2[7],dout2[7],sout2[7],sp2[7]);
divide_module m23(D[3],d[0],1'b0,sp3[1],dout3[0],sout3[0],sp3[0]);
divide_module m24(sout2[0],d[1],dout3[0],sp3[2],dout3[1],sout3[1],sp3[1]);
divide_module m25(sout2[1],d[2],dout3[1],sp3[3],dout3[2],sout3[2],sp3[2]);
divide_module m26(sout2[2],d[3],dout3[2],sp3[4],dout3[3],sout3[3],sp3[3]);
divide_module m27(sout2[3],d[4],dout3[3],sp3[5],dout3[4],sout3[4],sp3[4]);
divide_module m28(sout2[4],d[5],dout3[4],sp3[6],dout3[5],sout3[5],sp3[5]);
divide_module m29(sout2[5],d[6],dout3[5],sp3[7],dout3[6],sout3[6],sp3[6]);
divide_module m30(sout2[6],1'b0,dout3[6],~dout3[7],dout3[7],sout3[7],sp3[7]);
divide_module m31(D[2],d[0],1'b0,sp4[1],dout4[0],sout4[0],sp4[0]);
divide_module m32(sout3[0],d[1],dout4[0],sp4[2],dout4[1],sout4[1],sp4[1]);
divide_module m33(sout3[1],d[2],dout4[1],sp4[3],dout4[2],sout4[2],sp4[2]);
divide_module m34(sout3[2],d[3],dout4[2],sp4[4],dout4[3],sout4[3],sp4[3]);
divide_module m35(sout3[3],d[4],dout4[3],sp4[5],dout4[4],sout4[4],sp4[4]);
divide_module m36(sout3[4],d[5],dout4[4],sp4[6],dout4[5],sout4[5],sp4[5]);
divide_module m37(sout3[5],d[6],dout4[5],sp4[7],dout4[6],sout4[6],sp4[6]);
divide_module m38(sout3[6],1'b0,dout4[6],~dout4[7],dout4[7],sout4[7],sp4[7]);
divide_module m39(D[1],d[0],1'b0,sp5[1],dout5[0],sout5[0],sp5[0]);
divide_module m40(sout4[0],d[1],dout5[0],sp5[2],dout5[1],sout5[1],sp5[1]);
divide_module m41(sout4[1],d[2],dout5[1],sp5[3],dout5[2],sout5[2],sp5[2]);
divide_module m42(sout4[2],d[3],dout5[2],sp5[4],dout5[3],sout5[3],sp5[3]);
divide_module m43(sout4[3],d[4],dout5[3],sp5[5],dout5[4],sout5[4],sp5[4]);
divide_module m44(sout4[4],d[5],dout5[4],sp5[6],dout5[5],sout5[5],sp5[5]);
divide_module m45(sout4[5],d[6],dout5[5],sp5[7],dout5[6],sout5[6],sp5[6]);
divide_module m46(sout4[6],1'b0,dout5[6],~dout5[7],dout5[7],sout5[7],sp5[7]);
divide_module m47(D[0],d[0],1'b0,sp6[1],dout6[0],sout6[0],sp6[0]);
divide_module m48(sout5[0],d[1],dout6[0],sp6[2],dout6[1],sout6[1],sp6[1]);
divide_module m49(sout5[1],d[2],dout6[1],sp6[3],dout6[2],sout6[2],sp6[2]);
divide_module m50(sout5[2],d[3],dout6[2],sp6[4],dout6[3],sout6[3],sp6[3]);
divide_module m51(sout5[3],d[4],dout6[3],sp6[5],dout6[4],sout6[4],sp6[4]);
divide_module m52(sout5[4],d[5],dout6[4],sp6[6],dout6[5],sout6[5],sp6[5]);
divide_module m53(sout5[5],d[6],dout6[5],sp6[7],dout6[6],sout6[6],sp6[6]);
divide_module m54(sout5[6],1'b0,dout6[6],~dout6[7],dout6[7],sout6[7],sp6[7]);
assign q[6]=~dout[6];
assign q[5]=~dout1[7];
assign q[4]=~dout2[7];
assign q[3]=~dout3[7];
assign q[2]=~dout4[7];
assign q[1]=~dout5[7];
assign q[0]=~dout6[7];
endmodule
module two_one_mux(a,b,select,y);
input a,b,select;
output y ;
wire i1,i2,i3;
assign i1=~select;
assign i2=i1&a;
assign i3=b&select;
assign y=i2|i3;
endmodule
--- run.sh ---
#!/bin/bash
# OpenROAD 26Q1-2900-gdf79404cd8, Yosys 0.63+post, stock flow scripts
make -C /OpenROAD-flow-scripts/flow DESIGN_CONFIG=/design/flow/config.mk WORK_HOME=/design/flow/orfs finish
--- constraint.sdc ---
current_design eight_bit_divider_updated

set clk_period 14.5
set clk_io_pct 0.2

create_clock -name clk0 -period $clk_period

set non_clock_inputs [all_inputs -no_clocks]
set_input_delay [expr $clk_period * $clk_io_pct] -clock clk0 $non_clock_inputs
set_output_delay [expr $clk_period * $clk_io_pct] -clock clk0 [all_outputs]
--- config.mk ---
export PLATFORM = sky130hd
export DESIGN_NAME = eight_bit_divider_updated
export DESIGN_NICKNAME = eight_bit_divider_updated
export VERILOG_FILES = /design/flow/design.v
export SDC_FILE = /design/flow/constraint.sdc
export NUM_CORES = 4
export LEC_CHECK = 1
export CORE_AREA = 10 10 86 86
export DIE_AREA = 0 0 96 96
==> reports/results.tsv <==
stage	metric	value	unit
global_routing	grt_start_max_net_pins	12	
drt	wl_per_cell	11.78	um
pwr	powerDensity	76.80	mW/mm^2
drt	drc	0	
critical_path	required	11.60	ns
flow_run	cap_violations	0	
sta	fmax	0.04734	GHz
placed_design	io_buffers	21	
synth	ys_cells	153	
synth	ys_warn_count	0	
critical_path	cp_num_cells	73	
floorplanning	fp.dieH	96	um
finish	fillCellCount	524	
synth	ys_types	32	
sta	rsz0062_at_grt	yes	
pwr	ir_worst_vdd	0.04323	mV
pwr	leakage	0.001033	uW
pwr	p_switching	76.56	uW
critical_path	crit_path_max_incr_delay	0.41	ns
drt	vias	1292	
floorplanning	io_pins	21	
pwr	switching_share	39.62	%
floorplanning	fp_util	29.18	%
synth	synth_seq_share	0	%
critical_path	cpMostUsedCell	fa_2	
critical_path	critPathBufInv	5	
finish	utilization	45.42	%
global_routing	track_usage	7.998	%
critical_path	critPathSlowestCell	fa_2	
floorplanning	rows	27	
synth	synth.cell_area	0.001617	sq mm
critical_path	cp_top_family	adder cells	
finish	area_growth	55.65	%
pwr	internal_power	116.7	uW
synth	yosys_area	0.001617	sq mm
critical_path	cp-start-kind	input port	
sta	maxSlewViolCount	0	
floorplanning	die_area	0.009216	sq mm
finish	logic_area	0.001755	sq mm
sta	fin_setup_tns	-16.68	ns
global_routing	grt_pass1_wl	6065	um
global_routing	antenna_found_initial	0	
finish	seq_area	0	sq um
drt	drtAntennaViolNets	0	
drt	drt_wl_total	3380	um
placed_design	place_hpwl	3113	um
critical_path	end_kind	primary output	
drt	diodes	0	
placed_design	place_congestion	0.8071	
status	status	complete, but fails checks	
pwr	p_comb_share	100.0	%
drt	via_per_inst	4.502	
floorplanning	core_area	0.005540	sq mm
finish	n_clock_buffer	0	
worst_hold_path	hold_path.class	in -> out	
drt	dr.pass1.iters	2	
status	violations	negative setup slack	
synth	syn-instance-count	153	
floorplanning	dieWidth	96	um
flow_run	warnings	35	
sta	fin_ws	-6.622	ns
critical_path	critical_path_peak_fanout	5	
sta	max_slew.worst_pin.slew	0.3546	ns
global_routing	grt_pass1_vias	1336	
worst_hold_path	min_path_cells	9	
sta	finalClockPeriodUsage	145.7	%
global_routing	overflow	0	
pwr	power_frac_seq	0	%
sta	setup_violations	4	
drt	drt_iter0_drc	31	
sta	min_period	21.12	ns
critical_path	worstSetupPathType	in -> out	
pwr	clockPowerShare	0	%
critical_path	crit_arrival	18.22	ns
finish	drive_gt1_share	65.12	%
synth	syn_area_per_cell	10.57	sq um
sta	relSlewSlack	76.11	%
sta	hold_viol_final	0	
finish	ff_count	0	
[cell usage after synthesis, drive strengths merged]
library cell / count / area (sq um)
o21ai: 5 / 25.02
fa: 26 / 520.5
nand4b: 2 / 17.52
a2bb2oi: 3 / 26.28
o21bai: 1 / 7.510
ha: 22 / 275.3
o2111ai: 1 / 26.28
xnor2: 4 / 35.03
a21o: 4 / 30.03
mux2: 20 / 255.3
a31o: 1 / 8.760
inv: 17 / 63.81
a21oi: 5 / 25.02
o221a: 1 / 11.26
or3: 2 / 12.51
o211ai: 2 / 33.78
buf: 9 / 67.56
nand3: 1 / 5.000
nor2: 3 / 11.26
nor3b: 1 / 7.510
o21a: 2 / 15.01
and3b: 1 / 8.760
a31oi: 1 / 6.260
mux2i: 2 / 32.53
nand2: 11 / 41.29
a21boi: 1 / 18.77
clkinv: 1 / 3.750
nand2b: 2 / 12.51
nor2b: 2 / 12.51
[worst min-delay path, stage by stage]
cell and delay, ns:
buf_2 0.11, buf_4 0.15, a31o_4 0.15, a21oi_2 0.04, o21ai_1 0.14, a31oi_1 0.11
nand2b_1 0.13, mux2_4 0.27, buf_6 0.11
[power groups by stage]
| stage | clock network [uW] | logic (uW) | registers (uW) |
|---|---|---|---|
| global route | 0 | 219 | 0 |
| finish | 0 | 193 | 0 |
| CTS | 0 | 188 | 0 |
[area by class of cell]
class / count / share of cell area, %
Multi-Input combinational cell: 126 / 69.77
Inverter: 18 / 3.232
Timing Repair Buffer: 71 / 23.42
Tap cell: 72 / 3.580
[through the flow]
| stage | cell area, sq um | instances | power, uW | setup WS (ns) | hold slack [ns] |
|---|---|---|---|---|---|
| 2_1_floorplan | 1834 | 153 | 124.9 | -6.726 | 6.128 |
| 3_5_place_dp | 2300 | 269 | 170.2 | -7.787 | 7.220 |
| 4_1_cts | 2457 | 280 | 187.7 | -6.737 | 7.000 |
| 6_report | 2516 | 287 | 193.2 | -6.622 | 7.005 |
| 3_3_place_gp | 2300 | 269 | 166.6 | -7.735 | 7.215 |
| 5_1_grt | 2516 | 287 | 219.2 | -7.200 | 7.076 |
[layout by cell type, fill, tap and decap left out, types with 2 or more instances in the layout]
| cell | netlist | final |
|---|---|---|
| a21o_1 | 4 | 4 |
| a21oi_2 | 0 | 4 |
| a2bb2oi_1 | 3 | 3 |
| buf_2 | 0 | 2 |
| buf_4 | 9 | 48 |
| buf_6 | 0 | 3 |
| clkdlybuf4s50_1 | 0 | 15 |
| fa_2 | 0 | 26 |
| ha_1 | 22 | 8 |
| ha_2 | 0 | 4 |
| ha_4 | 0 | 10 |
| inv_1 | 17 | 12 |
| inv_2 | 0 | 4 |
| mux2_2 | 12 | 12 |
| mux2_4 | 8 | 8 |
| nand2_1 | 11 | 9 |
| nand2_2 | 0 | 2 |
| nand2b_1 | 2 | 2 |
| nand4b_1 | 2 | 2 |
| nor2_1 | 3 | 2 |
| nor2b_4 | 0 | 2 |
| o211ai_4 | 1 | 2 |
| o21a_1 | 2 | 2 |
| o21ai_0 | 5 | 2 |
| o21ai_2 | 0 | 2 |
| or3_1 | 2 | 2 |
| xnor2_1 | 4 | 4 |
[cells by family (layout without fill, tap and decap cells)]
family          count (synthesis)  count (layout)  synth area share (%)
simple gates                   25              25                 7.972
mux                            22              22                 17.80
buf+inv                        27              89                 8.359
fa+ha+maj                      48              48                 49.23
xor+xnor                        4               4                 2.167
compound gates                 27              27                 14.47
[final timing paths]
kind | end | start | slack (ns)
setup / recovery | q[0] | D[6] | -6.62
hold / removal | q[0] | d[0] | 7.01
[layer usage]
layer | GRT usage [%] | vias up | part of all wire, %
met5 | 0 | - | 0
met4 | 0 | 0 | 0
met3 | 2.123 | 0 | 7.7
met2 | 13.79 | 20 | 48
met1 | 10.53 | 623 | 44
li1 | - | 649 | -
[repair_timing]
| action | CTS | global route |
|---|---|---|
| hold buffers | 0 | 0 |
| endpoints found under the setup margin | 4 | 4 |
| gates resized | 35 | 1 |
| pin swaps | 8 | 2 |
| buffers inserted | 11 | 7 |
Power figures rest on the tool's default switching activity, not on a simulated workload.
